<file path="flow/run.sh">
#!/bin/bash
# OpenROAD 26Q1-2900-gdf79404cd8, Yosys 0.63+post, stock flow scripts
make -C /OpenROAD-flow-scripts/flow DESIGN_CONFIG=/design/flow/config.mk WORK_HOME=/design/flow/orfs finish
</file>
<file path="flow/config.mk">
export PLATFORM = sky130hd
export DESIGN_NAME = tf_addr_gen
export DESIGN_NICKNAME = tf_addr_gen
export VERILOG_FILES = /design/flow/design.v
export SDC_FILE = /design/flow/constraint.sdc
export NUM_CORES = 4
export LEC_CHECK = 1
export CORE_UTILIZATION = 30
export SYNTH_HDL_FRONTEND = slang
</file>
<file path="flow/constraint.sdc">
current_design tf_addr_gen

set clk_period 5.9
set clk_io_pct 0.2

create_clock -name clk0 -period $clk_period [get_ports {clk}]

set non_clock_inputs [all_inputs -no_clocks]
set_input_delay [expr $clk_period * $clk_io_pct] -clock clk0 $non_clock_inputs
set_output_delay [expr $clk_period * $clk_io_pct] -clock clk0 [all_outputs]
</file>
<file path="flow/design.v">
package poly_arith_pkg;
    parameter int DWIDTH        = 256;           
    parameter int KEEP_WIDTH    = DWIDTH / 8;    
    parameter int BYTE_SIZE     = 8;
    parameter int Q             = 3329;          
    parameter int N             = 256;           
    parameter int LOG_N         = 8;             
    parameter int COEFF_WIDTH   = 12;            
    parameter int STORE_WIDTH   = 16;            
    parameter int COEFFS_PER_BEAT = DWIDTH / STORE_WIDTH;
    parameter int BEATS_PER_POLY  = N / COEFFS_PER_BEAT;
    typedef logic [11:0] coeff_t;  
    parameter logic [11:0] ZETA_NTT_TABLE [0:127] = '{
        12'd1,    12'd1729, 12'd2580, 12'd3289, 12'd2642, 12'd630,  12'd1897, 12'd848,
        12'd1062, 12'd1919, 12'd193,  12'd797,  12'd2786, 12'd3260, 12'd569,  12'd1746,
        12'd296,  12'd2447, 12'd1339, 12'd1476, 12'd3046, 12'd56,   12'd2240, 12'd1333,
        12'd1426, 12'd2094, 12'd535,  12'd2882, 12'd2393, 12'd2879, 12'd1974, 12'd821,
        12'd289,  12'd331,  12'd3253, 12'd1756, 12'd1197, 12'd2304, 12'd2277, 12'd2055,
        12'd650,  12'd1977, 12'd2513, 12'd632,  12'd2865, 12'd33,   12'd1320, 12'd1915,
        12'd2319, 12'd1435, 12'd807,  12'd452,  12'd1438, 12'd2868, 12'd1534, 12'd2402,
        12'd2647, 12'd2617, 12'd1481, 12'd648,  12'd2474, 12'd3110, 12'd1227, 12'd910,
        12'd17,   12'd2761, 12'd583,  12'd2649, 12'd1637, 12'd723,  12'd2288, 12'd1100,
        12'd1409, 12'd2662, 12'd3281, 12'd233,  12'd756,  12'd2156, 12'd3015, 12'd3050,
        12'd1703, 12'd1651, 12'd2789, 12'd1789, 12'd1847, 12'd952,  12'd1461, 12'd2687,
        12'd939,  12'd2308, 12'd2437, 12'd2388, 12'd733,  12'd2337, 12'd268,  12'd641,
        12'd1584, 12'd2298, 12'd2037, 12'd3220, 12'd375,  12'd2549, 12'd2090, 12'd1645,
        12'd1063, 12'd319,  12'd2773, 12'd757,  12'd2099, 12'd561,  12'd2466, 12'd2594,
        12'd2804, 12'd1092, 12'd403,  12'd1026, 12'd1143, 12'd2150, 12'd2775, 12'd886,
        12'd1722, 12'd1212, 12'd1874, 12'd1029, 12'd2110, 12'd2935, 12'd885,  12'd2154
    };
    parameter logic [11:0] ZETA_MUL_TABLE [0:127] = '{
        12'd17,   12'd3312, 12'd2761, 12'd568,  12'd583,  12'd2746, 12'd2649, 12'd680,
        12'd1637, 12'd1692, 12'd723,  12'd2606, 12'd2288, 12'd1041, 12'd1100, 12'd2229,
        12'd1409, 12'd1920, 12'd2662, 12'd667,  12'd3281, 12'd48,   12'd233,  12'd3096,
        12'd756,  12'd2573, 12'd2156, 12'd1173, 12'd3015, 12'd314,  12'd3050, 12'd279,
        12'd1703, 12'd1626, 12'd1651, 12'd1678, 12'd2789, 12'd540,  12'd1789, 12'd1540,
        12'd1847, 12'd1482, 12'd952,  12'd2377, 12'd1461, 12'd1868, 12'd2687, 12'd642,
        12'd939,  12'd2390, 12'd2308, 12'd1021, 12'd2437, 12'd892,  12'd2388, 12'd941,
        12'd733,  12'd2596, 12'd2337, 12'd992,  12'd268,  12'd3061, 12'd641,  12'd2688,
        12'd1584, 12'd1745, 12'd2298, 12'd1031, 12'd2037, 12'd1292, 12'd3220, 12'd109,
        12'd375,  12'd2954, 12'd2549, 12'd780,  12'd2090, 12'd1239, 12'd1645, 12'd1684,
        12'd1063, 12'd2266, 12'd319,  12'd3010, 12'd2773, 12'd556,  12'd757,  12'd2572,
        12'd2099, 12'd1230, 12'd561,  12'd2768, 12'd2466, 12'd863,  12'd2594, 12'd735,
        12'd2804, 12'd525,  12'd1092, 12'd2237, 12'd403,  12'd2926, 12'd1026, 12'd2303,
        12'd1143, 12'd2186, 12'd2150, 12'd1179, 12'd2775, 12'd554,  12'd886,  12'd2443,
        12'd1722, 12'd1607, 12'd1212, 12'd2117, 12'd1874, 12'd1455, 12'd1029, 12'd2300,
        12'd2110, 12'd1219, 12'd2935, 12'd394,  12'd885,  12'd2444, 12'd2154, 12'd1175
    };
    parameter logic [11:0] OMEGA_4_NTT  = 12'd1729;    
    parameter logic [11:0] OMEGA_4_INTT = 12'd1600;    
    parameter logic [11:0] INV_2_MOD_Q  = 12'd1665;    
    typedef enum logic [3:0] {
        PE_MODE_CWM    = 4'b1000,  
        PE_MODE_NTT    = 4'b1010,  
        PE_MODE_INTT   = 4'b1111,  
        PE_MODE_ADDSUB = 4'b0011,  
        PE_MODE_COMP   = 4'b1100,  
        PE_MODE_DECOMP = 4'b0100   
    } pe_mode_e;
endpackage : poly_arith_pkg
import poly_arith_pkg::*;
module tf_addr_gen (
    input   logic           clk,
    input   logic           rst,
    input   logic           start_i,         
    input   pe_mode_e       ctrl_i,          
    input   logic [1:0]     pass_idx_i,      
    output  logic [5:0]     tf_addr_o,        
    output  logic           is_radix2_o,     
    output  logic           valid_o,         
    output  logic [1:0]     pass_o           
);
    typedef enum logic [2:0] {
        S_IDLE      = 3'b000,
        S_PASS_1    = 3'b001,
        S_PASS_2    = 3'b010,
        S_PASS_3    = 3'b011,
        S_PASS_4    = 3'b100
    } state_e;
    state_e state_r, state_next;
    pe_mode_e   mode_r;
    logic       is_intt_r;
    logic       is_cwm_r;
    logic [5:0] bf_cnt_r;
    logic [5:0] block_cnt_r;
    logic [4:0] r4_cnt_r;
    logic [5:0] r2_cnt_r;
    logic [5:0] blocks_max;          
    logic [5:0] bfs_max;             
    logic       pass_is_radix2;      
    always_comb begin
        blocks_max     = '0;
        bfs_max        = '0;
        pass_is_radix2 = 1'b0;
        if (is_cwm_r) begin
            blocks_max = 6'd63;
            bfs_max    = 6'd0;
        end else begin
            case (state_r)
                S_PASS_1: begin
                    if (is_intt_r) begin
                        blocks_max     = 6'd63;
                        bfs_max        = 6'd1;
                        pass_is_radix2 = 1'b1;
                    end else begin
                        blocks_max = 6'd0;
                        bfs_max    = 6'd63;
                    end
                end
                S_PASS_2: begin
                    if (is_intt_r) begin
                        blocks_max = 6'd15;
                        bfs_max    = 6'd3;
                    end else begin
                        blocks_max = 6'd3;
                        bfs_max    = 6'd15;
                    end
                end
                S_PASS_3: begin
                    if (is_intt_r) begin
                        blocks_max = 6'd3;
                        bfs_max    = 6'd15;
                    end else begin
                        blocks_max = 6'd15;
                        bfs_max    = 6'd3;
                    end
                end
                S_PASS_4: begin
                    if (is_intt_r) begin
                        blocks_max = 6'd0;
                        bfs_max    = 6'd63;
                    end else begin
                        blocks_max     = 6'd63;
                        bfs_max        = 6'd1;
                        pass_is_radix2 = 1'b1;
                    end
                end
                default: begin
                    blocks_max     = '0;
                    bfs_max        = '0;
                    pass_is_radix2 = 1'b0;
                end
            endcase
        end
    end
    logic bf_last;
    logic block_last;
    logic pass_last;
    assign bf_last    = (bf_cnt_r == bfs_max);
    assign block_last = (block_cnt_r == blocks_max);
    assign pass_last  = bf_last & block_last;
    always_comb begin
        if (state_r == S_IDLE) begin
            tf_addr_o = '0;
        end else if (is_cwm_r) begin
            tf_addr_o = block_cnt_r;  
        end else if (pass_is_radix2) begin
            tf_addr_o = r2_cnt_r;     
        end else begin
            tf_addr_o = {1'b0, r4_cnt_r};  
        end
    end
    always_comb begin
        state_next = state_r;
        case (state_r)
            S_IDLE: begin
                if (start_i) begin
                    if (ctrl_i == PE_MODE_NTT || ctrl_i == PE_MODE_INTT) begin
                        case (pass_idx_i)
                            2'd0: state_next = S_PASS_1;
                            2'd1: state_next = S_PASS_2;
                            2'd2: state_next = S_PASS_3;
                            2'd3: state_next = S_PASS_4;
                            default: state_next = S_IDLE;
                        endcase
                    end else if (ctrl_i == PE_MODE_CWM) begin
                        state_next = S_PASS_1;
                    end
                end
            end
            S_PASS_1, S_PASS_2, S_PASS_3, S_PASS_4: begin
                if (pass_last)
                    state_next = S_IDLE;
            end
            default: state_next = S_IDLE;
        endcase
    end
    always_ff @(posedge clk) begin
        if (rst) begin
            state_r     <= S_IDLE;
            mode_r      <= PE_MODE_NTT;
            is_intt_r   <= 1'b0;
            is_cwm_r    <= 1'b0;
            bf_cnt_r    <= '0;
            block_cnt_r <= '0;
            r4_cnt_r    <= '0;
            r2_cnt_r    <= '0;
        end else begin
            state_r <= state_next;
            case (state_r)
                S_IDLE: begin
                    if (start_i) begin
                        mode_r      <= ctrl_i;
                        is_intt_r   <= (ctrl_i == PE_MODE_INTT);
                        is_cwm_r    <= (ctrl_i == PE_MODE_CWM);
                        bf_cnt_r    <= '0;
                        block_cnt_r <= '0;
                        r2_cnt_r    <= '0;
                        if (pass_idx_i == 2'd0)
                            r4_cnt_r <= '0;
                    end
                end
                S_PASS_1, S_PASS_2, S_PASS_3, S_PASS_4: begin
                    if (pass_last) begin
                        bf_cnt_r    <= '0;
                        block_cnt_r <= '0;
                        r2_cnt_r    <= '0;
                        if (!pass_is_radix2 && !is_cwm_r)
                            r4_cnt_r <= r4_cnt_r + 5'd1;
                    end else if (bf_last) begin
                        bf_cnt_r    <= '0;
                        block_cnt_r <= block_cnt_r + 6'd1;
                        if (pass_is_radix2) begin
                            r2_cnt_r <= r2_cnt_r + 6'd1;
                        end else if (!is_cwm_r) begin
                            r4_cnt_r <= r4_cnt_r + 5'd1;
                        end
                    end else begin
                        bf_cnt_r <= bf_cnt_r + 6'd1;
                    end
                end
                default: begin
                    bf_cnt_r    <= '0;
                    block_cnt_r <= '0;
                    r4_cnt_r    <= '0;
                    r2_cnt_r    <= '0;
                end
            endcase
        end
    end
    assign valid_o     = (state_r != S_IDLE);
    assign is_radix2_o = pass_is_radix2;
    always_comb begin
        case (state_r)
            S_PASS_1: pass_o = 2'd0;
            S_PASS_2: pass_o = 2'd1;
            S_PASS_3: pass_o = 2'd2;
            S_PASS_4: pass_o = 2'd3;
            default:  pass_o = 2'd0;
        endcase
    end
endmodule
</file>
==> results.txt <==
Latest figures from synthesis and place and route.

Per the run summary, max-cap violations total 0. Counting flops and latches in the post-synthesis netlist gives 28. TritonCTS built the clock tree. The final max-slew violation count recorded for this run is 0. The areal power density over the cells is 140 mW/mm^2. The OpenROAD warning count is 27.

After synthesis, flip-flops and latches occupy 25.3% of the total area. The worst slew slack as a fraction of its limit is 47.7%. In this run the full chip footprint comes out at 0.00773 mm^2. The tightest min-delay check is of the reg -> reg type.

The Yosys step of the flow raised 0 warnings. The fill cell instance count of the final layout is 700. The worst-path maximum fanout is 16. In the log, the iteration count for the first detailed-route pass is 6. The level count of the clock H-tree is 1. After detailed routing, the total wire length is 5120 um. The antenna diode count is 0. The kind of capture point of the worst setup path is a primary output. The number of buffers between clock root and the deepest sink is 2. The later-pin clock latency in the skew report is 0.28 ns. Setup repair after global routing left no endpoint under its margin. The cell leakage power is 0.840 nW. After clock tree synthesis, the flow added hold-fix buffers numbering 0. The critical path required time is 4.72 ns.

The clock period minus worst slack is 4.10 ns. The worst voltage drop across the vdd grid is 0.0000740 V. The synthesized instance count is 275.

In this run, the number of DRC markers left after iteration 0 of detailed routing was 105. Once detailed placement completed, the half-perimeter wirelength came to 3680 um. The final RePlAce weighted congestion is 0.826. The run finished with clean final reports. The count of placed standard cells in the final layout, fillers left out is 373. Post-CTS timing repair inserted 0 buffers for setup. The floorplan report gives the top-level pin count as 19.

After floorplanning, the core was divided into 30 placement rows. The number of cell instances after yosys synthesis is 275. The via count of the first global-routing pass is 1,795. The top cell type's share of synthesized area is 25.3%. The share of the core filled with cells is 35.5%. Setup total negative slack on the finished layout was measured at 0 ns. The tree is rooted in a sky130_fd_sc_hd__clkbuf_8. The horizontal die dimension reported for this design is 87.9 um.

The number of antenna violations at the first check in global routing came to 0. The maximum number of pins on one net before global-route repair is 26. The floorplan step defined a core boundary enclosing 0.00694 mm^2.

The via total after detailed routing is 2,012. The count of unique library cells instantiated by Yosys is 66. The sum of overflow across all layers after global routing is 0.

The yosys-reported design area after synthesis is 0.00221 mm^2. The post-route antenna net violation count is 0. The number of gates resized after CTS was 0. Global routing used 14.6% of the available tracks. The routed wire length per instance is 13.7 um. The first global-routing pass estimated 8780 um of wire. The fraction of synthesis flops using an asynchronous set or reset pin is 0%. The cell sequence reported for the critical path is nor2b_1 > a21oi_1 > nor2_1 > mux2i_1 > o21ai_0 > and2_1 > clkdlybuf4s50_1. The post-route DRC violation count is 0. The final setup violation count is 0. The TritonCTS buffer count is 3.

For reference, the clock transition at the flip-flops on the worst setup and hold paths is 0.09 ns. The worst hold path was traced through 2 stages. The slowest stage of the critical path is the sky130_fd_sc_hd__dfxtp_1 cell. The count of library flops with an enable pin is 0. For reference, the final report shows the hold violation count at 0. The cell count after placement is 370.

The synthesis report lists the most area-consuming cells as sky130_fd_sc_hd__dfxtp_1 (25%), sky130_fd_sc_hd__nand2_1 (4.6%), sky130_fd_sc_hd__mux2i_1 (4.5%). The worst setup path is launched from a register. Before placement the cells fill 31.9% of the core. The final worst clock skew is 0.00318 ns.

The worst-margin pin slew is 0.782 ns. The longest incremental delay of any stage on the critical path is reported as 0.71 ns. The number of clock sinks is 28. Per the placement log, port buffering inserted 18 buffers. Per the final layout report, the fraction of cells sized above drive strength 1 comes to 9.03%. The maximum frequency from static timing analysis is 244 MHz. At the worst endpoint, the arrival time is 2.92 ns. The script logs the ratio of routed vias to standard cells as 5.39.

The vertical die dimension reported for this design is 87.9 um. STA reports a reg2reg setup slack of 2.85 ns. Sorting the Yosys area breakdown by cell type puts at the top sky130_fd_sc_hd__dfxtp_1. The area of the mapped netlist is 0.00221 mm^2.

The type of the worst setup path is reg -> out. Counting cells, the worst reg-to-reg path comes to 7. Each instance of the synthesized netlist takes up on average 8.05 um^2.

The most frequently used flop master after synthesis is sky130_fd_sc_hd__dfxtp_1. The flow measured a signed area growth from synthesis to layout of 11.3%. The worst path uses 69.6% of the clock period.
-- through the flow --
step	instance area, um^2	setup WS, ns	total power, mW	hold WS, ns
2_1_floorplan	2210	3.00	0.229	0.467
3_3_place_gp	2420	2.21	0.244	0.498
3_5_place_dp	2420	2.15	0.244	0.497
4_1_cts	2460	1.83	0.349	0.512
5_1_grt	2460	1.57	0.363	0.533
6_report	2460	1.80	0.345	0.512
-- worst max-delay path: cells and delay by family (launching register included) --
family	cells	cell delay, ns
and+or+nand+nor	3	0.99
DFF	1	0.71
buffers and inverters	1	0.46
AOI/OAI and AO/OA	2	0.29
muxes	1	0.19
-- Yosys cell counts, drive strengths merged, types with 3 or more instances --
master  count
o21ai       9
buf         9
a22oi       3
clkbuf     12
nor4        3
nor4bb      3
or2         3
and2        9
nor2       22
a31oi       3
ha          7
nand2      27
dfxtp      28
nand2b      5
o311ai      3
a21o        3
nor3       13
a221o       3
nand4       5
a311oi      3
a21oi      14
mux2i      10
a32o        5
nor4b       4
nand3b      3
and3        6
mux2        3
inv         8
nand3      20
-- metal layers --
layer | global-route usage (%) | part of all wire (%) | vias to the layer above
li1 | - | - | 1032
met1 | 22.4 | 52 | 936
met2 | 22.8 | 44 | 34
met3 | 2.00 | 3.2 | 10
met4 | 1.49 | 1.2 | 0
met5 | 0 | 0 | -
-- state kept, by name, summed over array words and instances, names as in the netlist --
name         flops
r4_cnt_r         5
r2_cnt_r         6
bf_cnt_r         6
block_cnt_r      6
is_cwm_r         1
is_intt_r        1
state_r          3
-- cell families (layout without fill, tap and decap cells) --
kind of cell    count (synthesis)  count (layout)  share of synthesized area (%)
simple gates                  134             134                           34.0
fa+ha+maj                       7               7                           3.96
xor+xnor                        2               2                          0.792
flops                          28              28                           25.3
buf+inv                        29              31                           6.16
compound gates                 62              62                           23.5
mux                            13              13                           6.22
-- worst paths after layout --
kind	from	end
worst min-delay path	r2_cnt_r[1]	r2_cnt_r[1]
worst max register to register	state_r[2]	r4_cnt_r[3]
worst max-delay path	state_r[0]	tf_addr_o[0]
worst min register to register	r2_cnt_r[1]	r2_cnt_r[1]
-- power breakdown --
group	internal (mW)	total, mW	switching [mW]
clock	0.0460	0.106	0.0596
sequential	0.190	0.193	0.00291
combinational	0.0193	0.0468	0.0274
-- cell type report --
cell class,count,area (um^2),area share [%]
Multi-Input combinational cell,218,1520,61.6
Sequential cell,28,561,22.8
Timing Repair Buffer,20,195,7.92
Tap cell,96,120,4.88
Clock buffer,3,41.3,1.68
Inverter,8,30.0,1.22
-- placed cells by master, fill, tap and decap left out, types with 4 or more instances in the layout --
cell type	count
sky130_fd_sc_hd__nand4_1	5
sky130_fd_sc_hd__dfxtp_1	28
sky130_fd_sc_hd__o21ai_0	7
sky130_fd_sc_hd__nand2b_1	4
sky130_fd_sc_hd__mux2i_1	10
sky130_fd_sc_hd__clkdlybuf4s50_1	18
sky130_fd_sc_hd__and3_1	6
sky130_fd_sc_hd__a32o_1	5
sky130_fd_sc_hd__ha_1	7
sky130_fd_sc_hd__inv_1	8
sky130_fd_sc_hd__a21oi_1	11
sky130_fd_sc_hd__and2_1	9
sky130_fd_sc_hd__nor3_1	11
sky130_fd_sc_hd__nand2_1	27
sky130_fd_sc_hd__nor2_1	22
sky130_fd_sc_hd__nand3_1	20
Power and IR drop assume default switching activity.
